[/design/flow/design.v]
module display_driver(
	input clk,
	input reset_n,
	input enable,
	input [3:0] binary,
	output [6:0] sseg
	);
	reg [6:0] display;
	always @(posedge clk, negedge reset_n)
	begin
		if (~reset_n)
			display <= 7'b1111111;
		else if (enable)
		begin
			case (binary)
				0:  display <= 7'b1000000;
				1:  display <= 7'b1111001;
				2:  display <= 7'b0100100;
				3:  display <= 7'b0110000;
				4:  display <= 7'b0011001;
				5:  display <= 7'b0010010;
				6:  display <= 7'b0000010;
				7:  display <= 7'b1111000;
				8:  display <= 7'b0000000;
				9:  display <= 7'b0011000;
				10: display <= 7'b0001000;
				11: display <= 7'b0000011;
				12: display <= 7'b1000110;
				13: display <= 7'b0100001;
				14: display <= 7'b0000110;
				15: display <= 7'b0001110;
			endcase
		end
	end
	assign sseg = display;
endmodule
[/design/flow/run.sh]
#!/bin/bash
# OpenROAD 26Q1-2900-gdf79404cd8, Yosys 0.63+post, stock flow scripts
make -C /OpenROAD-flow-scripts/flow DESIGN_CONFIG=/design/flow/config.mk WORK_HOME=/design/flow/orfs finish
[/design/flow/config.mk]
export PLATFORM = sky130hd
export DESIGN_NAME = display_driver
export DESIGN_NICKNAME = display_driver
export VERILOG_FILES = /design/flow/design.v
export SDC_FILE = /design/flow/constraint.sdc
export NUM_CORES = 4
export LEC_CHECK = 1
export CORE_AREA = 10 10 70 70
export DIE_AREA = 0 0 80 80
[/design/flow/constraint.sdc]
current_design display_driver

set clk_period 1.5
set clk_io_pct 0.2

create_clock -name clk0 -period $clk_period [get_ports {clk}]

set non_clock_inputs [all_inputs -no_clocks]
set_input_delay [expr $clk_period * $clk_io_pct] -clock clk0 $non_clock_inputs
set_output_delay [expr $clk_period * $clk_io_pct] -clock clk0 [all_outputs]
==> impl_metrics.py <==
# Physical implementation metrics
metrics = {
    "cells_and_area": {
        "top_regs": "display (7)",
        "top_register": "display",
        "utilization_pct": 23.5,
        "drive_gt1_share_pct": 32.9,
        "largest_reg_flops": 7,
        "area_growth_pct": 57.0,
    },
    "logic_synthesis": {
        "top_cells_by_area": "dfstp_2 (36%), ha_1 (15%), a21oi_1 (4.9%)",
        "top_cell_area_share_pct": 35.9,
        "async_reset_ff_share_pct": 100,
        "top_cell": "dfstp_2",
        "edf_count": 0,
        "seq_area_frac_synth_pct": 35.9,
        "yosysCellCount": 54,
        "yosys-stat-area_sq_um": 512,
        "ys_seq_elements": 7,
        "yosys_warnings": 1,
        "syn_area_sq_um": 512,
        "synth_cell_types": 25,
        "top_cells_by_count": "dfstp_2 (7), ha_1 (6), a21oi_1 (5), nor2_1 (5), nand2_1 (4)",
        "syn_inst": 54,
        "avgSynthCellArea_sq_um": 9.48,
        "yosysTopAreaCell": "dfstp_2",
        "synthFlopType": "dfstp_2",
    },
    "timing": {
        "post-route-period-util_pct": 98.0,
        "max_slew_margin_pct": 79.5,
        "fmax_mhz": 680,
        "rsz0062_at_grt": "yes",
        "finalSetupViolCount": 0,
        "min_period_ns": 1.47,
        "worst_pin_slew_ns": 0.306,
        "hold_slack_ns": 0.497,
        "hold_viol": 0,
        "skew_ns": 0,
        "maxSlewViolCount": 0,
        "tns_ns": 0,
    },
    "power_and_ir_drop": {
        "p_int_uw": 421,
        "clkPwrFrac_pct": 30.0,
        "ir_worst_vdd_v": 0.000171,
        "power.share.combinational_pct": 28.3,
        "leakagePower_nw": 0.367,
        "seq_power_share_pct": 41.7,
        "sw_frac_of_total_pct": 25.7,
        "finalPower_uw": 567,
        "power.switching_uw": 146,
        "p_per_area_nw_per_um2": 706,
    },
    "clock_tree": {
        "root_buffer": "clkbuf_4",
        "cts_tree": "built",
        "cts_buffers": 3,
        "cts_buffer_depth": 2,
        "clock_latency_ns": 0.25,
        "clock_sinks": 7,
        "htreeDepth": 1,
        "clkTransAtPathRegs_ns": 0.06,
    },
    "setup_path": {
        "reg2reg_slack_ns": 0.67,
        "cp.arrival_ns": 1.64,
        "setup.worst_path.end_class": "flip-flop",
        "path_class": "input pin to flip-flop",
        "reg2regPathDepth": 2,
        "cp_max_fo": 3,
        "timing.rr.start": "display[3]$_DFFE_PN1P_",
        "start_kind": "input pin",
        "timing.rr.end": "display[3]$_DFFE_PN1P_",
        "required_ns": 1.67,
    },
    "floorplan": {
        "die_h_um": 80,
        "dieArea_sq_um": 6400,
        "row_count": 21,
        "ioPinCount": 14,
        "coreArea_sq_um": 3420,
        "fp_util_pct": 15.0,
        "dieWidth_um": 80,
    },
    "min_path": {
        "hold_depth": 2,
        "min_to": "display[1]$_DFFE_PN1P_",
        "holdCritPathClass": "flip-flop to flip-flop",
        "hp-start": "display[1]$_DFFE_PN1P_",
    },
    "global_route": {
        "grt_pass1_vias": 483,
        "use_met2_pct": 6.90,
        "grt-busiest-layer": "met2",
        "overflow": 0,
        "grtUsageMet1_pct": 4.30,
        "grtUsageMet3_pct": 1.02,
        "grt_use_total_pct": 3.81,
        "grt_max_degree": 12,
        "antenna_found_initial": 0,
        "grt_pass1_wl_um": 2030,
    },
    "route": {
        "drtIter0Drc": 17,
        "drt_wl_total_um": 1240,
        "num_antenna_cells": 0,
        "num_vias": 477,
        "antenna_left": 0,
        "wl_per_cell_um": 9.71,
        "drc": 0,
        "drtPass1Iterations": 3,
        "viasPerCell": 3.73,
    },
    "placement": {
        "io_buffers": 13,
        "place_congestion": 0.810,
        "hpwl_um": 1070,
    },
    "job": {
        "drv_cap": 0,
        "openroad.warnings": 31,
    },
    "run_status": {
        "outcome": "finished clean",
    },
}
-- stage by stage --
stage / instances / instance area, sq um / setup WS (ns)
6_report: 128 / 803 / 0.0293
5_1_grt: 128 / 803 / -0.00540
4_1_cts: 128 / 803 / 0.0184
3_5_place_dp: 122 / 769 / -0.244
3_3_place_gp: 122 / 769 / -0.255
2_1_floorplan: 54 / 512 / 0.339
-- cells by family after synthesis --
logic type	after synthesis	share of synthesized area, %
AOI/OAI and AO/OA	14	18.6
adders and majority gates	6	14.7
buffers and inverters	5	5.38
DFF	7	35.9
muxes	4	8.31
and+or+nand+nor	18	17.1
-- layout make-up --
class                      count  area [sq um]
sequential                     7           184
timing repair buffer          27           226
fill                         382          2610
multi-input combinational     42           300
clock inverter                 1          5.00
tap                           46          57.6
inverter                       2          7.51
clock buffer                   3          22.5
-- cell usage in the layout, fill, tap and decap left out, types with 2 or more instances in the layout --
cell	instances
mux2_1	2
clkbuf_4	3
nand2_1	4
nand3_1	2
mux2i_1	2
ha_1	6
nor2_1	5
clkdlybuf4s50_1	6
buf_4	14
nand2b_1	3
dlygate4sd2_1	7
dfstp_2	7
a21oi_1	5
nor2b_1	2
-- power by group through the flow --
stage / registers, mW / clock network (mW) / logic (mW)
4_1_cts: 0.238 / 0.178 / 0.164
6_report: 0.237 / 0.170 / 0.160
5_1_grt: 0.240 / 0.190 / 0.179
-- worst max-delay path, cell delays in order --
cell and delay, ns:
clkdlybuf4s50_1 0.48, inv_1 0.07, ha_1 0.33, nand2_1 0.08, a21oi_1 0.06, a311o_1 0.32
-- routing by layer --
layer  vias up  share of wire (%)
met2        11                 51
met1       218                 42
met4         0                1.9
met5         -                  0
met3         2                5.2
li1        246                  -
-- how the worst max path moves through the flow --
stage                 slack, ns  startpoint                      to  cells after the start
final                      0.03   binary[0]  display[3]$_DFFE_PN1P_                      6
after global routing     -0.005   binary[0]  display[3]$_DFFE_PN1P_                      6
after CTS                  0.02   binary[1]  display[3]$_DFFE_PN1P_                      6
-- timing repair --
| action | in CTS | in global routing |
|---|---|---|
| setup endpoints to repair | 7 | 4 |
| hold buffers | 0 | 0 |
| setup buffers | 2 | 0 |
| pin swaps | 0 | 0 |
| resized | 7 | 1 |
No activity file was given, so power comes from the tool's default toggle rates.
