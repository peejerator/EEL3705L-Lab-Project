[flow/run.sh]
#!/bin/bash
# OpenROAD 26Q1-2900-gdf79404cd8, Yosys 0.63+post, stock flow scripts
make -C /OpenROAD-flow-scripts/flow DESIGN_CONFIG=/design/flow/config.mk WORK_HOME=/design/flow/orfs finish
[flow/config.mk]
export PLATFORM = sky130hd
export DESIGN_NAME = mod_counter_parameter
export DESIGN_NICKNAME = mod_counter_parameter
export VERILOG_FILES = /design/flow/design.v
export SDC_FILE = /design/flow/constraint.sdc
export NUM_CORES = 4
export LEC_CHECK = 1
export CORE_AREA = 10 10 70 70
export DIE_AREA = 0 0 80 80
[flow/constraint.sdc]
current_design mod_counter_parameter

set clk_period 1.2
set clk_io_pct 0.2

create_clock -name clk0 -period $clk_period [get_ports {clk}]

set non_clock_inputs [all_inputs -no_clocks]
set_input_delay [expr $clk_period * $clk_io_pct] -clock clk0 $non_clock_inputs
set_output_delay [expr $clk_period * $clk_io_pct] -clock clk0 [all_outputs]
[flow/design.v]
module mod_counter_parameter
	#(parameter FINAL_VALUE = 9) (
	input clk,
	input reset_n,
	input enable,
	output [BITS - 1:0] Q
	);
	localparam BITS = $clog2(FINAL_VALUE);
	reg [BITS - 1:0] Q_reg, Q_next;
	wire done;
	always @(posedge clk, negedge reset_n)
	begin
		if (~reset_n)
			Q_reg <= 'b0;
		else if (enable)
			Q_reg <= Q_next;
		else
			Q_reg <= Q_reg;
	end
	assign done = Q_reg == FINAL_VALUE;
	always @(*)
		Q_next = done ? 'b0 : Q_reg + 1;
	assign Q = Q_reg;
endmodule
==> results.txt <==
The implementation run finished. The flow ran to the end, and the final reports show no timing, DRC or antenna violations. In this design, the largest share of critical-path delay is due to flip-flops. Tracing the worst setup path back leads to its startpoint at Q_reg[3]. Power spread over the standard cell area amounts to 2176 nW/um2. First-pass GRT wire length landed at 834 um. Count of final max-slew check failures landed at 0. Looking at the setup timing report, the critical path kind is reg2out. STA classifies the critical path startpoint as a flip-flop. Area figure in the yosys stat output landed at 182.7 um2. The number of maximum-capacitance violations recorded for the run is 0.

Multi-input logic area landed at 82.58 um2. The share of total power dissipated in combinational logic is 0.497. Required time of the critical path landed at 0.96 ns. Placed instance area landed at 330.3 um2.

The synthesis report lists the Yosys warning total as 1. After global routing the overflow that remains totals 0. Leakage power summed over all cells landed at 0.1538 nW. The completed layout was analyzed and its total power is ~800 uW. STA classifies the critical path endpoint as an output port. Via-per-instance ratio landed at 2.338.

Maximum number of pins on one net before global-route repair landed at 6. The final timing summary puts the cycle share of the worst path at 0.8951. After synthesis the netlist holds a flip-flop and latch count of 4. Per the power-grid run, VDD falls by no more than approximately 0.33 mV. The internal portion of the total power is 552.0 uW. According to the floorplan report, the total die area is 6400 um2. The root buffer cell chosen for the clock tree is sky130_fd_sc_hd__clkbuf_4. Final instance area landed at around 360 um2. The power report attributes to the sequential group a share of 0.301. The pre-CTS setup check shows a worst slack of -0.06695 ns. Total core area landed at approximately 3400 um2. Final tally of setup violations landed at 0. Per the post-route antenna check, the number of violating nets is 0. The slowest stage of the critical path belongs to the cell sky130_fd_sc_hd__dfrtp_1.

Switching power as a share of total power landed at 0.2911. Via count of the routed design landed at 180. In this run, the synthesized area fraction spent on xor and xnor cells is recorded as 0.09589. The share of total power dissipated in the clock network is 0.201. Number of sinks driven by the clock tree landed at 4. Gate count after technology mapping landed at 16. Yosys reports the multiplexer fraction of the synthesized area as 0.

Number of standard cells reported by yosys landed at 16. The detailed router reported a total wirelength of 496 um. Note that the worst hold path type here is in2async. Signed area change from the synthesized netlist to the final layout landed at 95.89%. Post-synthesis sequential area ratio landed at 0.5479. Final critical delay including setup and external delays landed at 1.074 ns. Of the cells placed in the final design, the portion with a size suffix greater than 1 is 0.3333.

In this run the tool buffered the top-level ports with 6 buffer cells. Highest net fanout along the worst path landed at 2. The first detailed-routing pass ran for 4 iterations. Core occupancy in the finished layout landed at 0.1048.

Average cell area after synthesis landed at approximately 11 um2. Horizontal extent of the die landed at ~80 um. Last weighted congestion value of the routability-driven placer landed at 0.6790. Summing all flip-flop and latch instances after layout gives roughly 100 um2.

In this run the critical register-to-register path is launched from Q_reg[2]. The number of hold buffers added after CTS was 0. The initial antenna violation count came to 1.

The final layout report lists a filler cell count of 397. The register with the most flip-flops in the layout has 4 of them. Cell area after technology mapping landed at 182.7 um2. Average routed wire per standard cell landed at 6.442 um.

Per the synthesis report, the number of distinct cell types is 12. For the pin with the worst max-slew slack, the measured transition is 0.1991 ns. Final critical-path setup slack landed at 0.1259 ns. Height of the die landed at 80 um. TritonCTS built the clock tree. During I/O placement, the number of pins put on the boundary was 7. Worst slack on hold paths landed at 0.2211 ns. The number of global-route vias before repair came to 182. Share of the core filled by cells before placement landed at 0.05348.

Count of routing violations after the opening detailed-route iteration landed at 12. Adder and majority gate portion of the synthesized area landed at 0. Critical path's largest stage delay landed at 0.37 ns. Switching power summed over all nets landed at 226.7 uW. Along the critical path, the tally of buffer and inverter instances is 1. Insertion delay at the late pin of the worst-skew pair landed at 0.23 ns.

Of the total synthesized cell area, the portion taken by AND-OR and OR-AND cells is 0.09589. For this run, design rule violations remaining after detail routing come to 0. By area, the combinational part of the netlist is dominated by simple AND/OR/NAND/NOR gates.

Worst max-slew margin expressed relative to the limit landed at 0.8669. Maximum count of clock buffers along a single path landed at 2. Setup repair after global routing left no endpoint under its margin. Total global-route track usage over all layers is 0.01762. Per the timing report, the achievable frequency comes out to 0.9310 GHz. For the worst setup path, the data arrival time is around 0.83 ns. The final timing report lists a hold violation count of 0. In this run the core area contains 21 standard-cell rows. Looking at the clock tree report, the H-tree level count equals 1. Per STA, the worst path is made up of dlygate4sd2_1. Of the total synthesized cell area, the portion taken by AND, OR, NAND and NOR gates is 0.2603. Clock buffer count from CTS landed at 3. OpenROAD warning count landed at 25.

For reference, the clock transition at the flip-flops on the worst setup and hold paths is ~0.04 ns. Between clock sinks in the finished design, the worst skew comes to 0.004106 ns.
==> power by group through the flow <==
| stage | logic, mW | clock network [mW] | registers, mW |
|---|---|---|---|
| after CTS | 0.388 | 0.166 | 0.236 |
| after global routing | 0.431 | 0.180 | 0.246 |
| final | 0.387 | 0.157 | 0.234 |
==> metrics by stage <==
step | cells | TNS (ns)
5_1_grt | 77 | 0
4_1_cts | 76 | 0
6_report | 77 | 0
2_1_floorplan | 16 | 0
3_3_place_gp | 72 | -0.03859
3_5_place_dp | 72 | -0.07624
==> layout make-up <==
cell class / instances / area share
multi-input cells: 12 / 0.2308
well taps: 46 / 0.1608
diodes: 1 / 0.006993
clock buffers: 3 / 0.06294
flip-flops and latches: 4 / 0.2797
repair buffers: 11 / 0.2587
==> worst paths after layout <==
| path | endpoint | slack, ns | cells past startpoint |
|---|---|---|---|
| min in group clk0 | Q_reg[0] | 0.56 | 2 |
| worst max register to register | Q_reg[3] | 0.15 | 4 |
| max in group asynchronous | Q_reg[0] | 0.80 | 1 |
| worst max-delay path | Q[3] | 0.13 | 1 |
| worst min-delay path | Q_reg[3] | 0.22 | 1 |
| worst min register to register | Q_reg[0] | 0.56 | 2 |
==> synth_stat cells <==
master,count,area share
sky130_fd_sc_hd__dfrtp_1,4,0.55
sky130_fd_sc_hd__nand2_1,2,0.041
sky130_fd_sc_hd__a21o_1,1,0.041
sky130_fd_sc_hd__and4b_1,1,0.055
sky130_fd_sc_hd__nand3_1,1,0.027
sky130_fd_sc_hd__nor2b_1,1,0.034
sky130_fd_sc_hd__nor2b_2,1,0.048
sky130_fd_sc_hd__nor3_2,1,0.055
sky130_fd_sc_hd__o21ai_0,1,0.027
sky130_fd_sc_hd__o21ai_1,1,0.027
sky130_fd_sc_hd__xnor2_1,1,0.048
sky130_fd_sc_hd__xor2_1,1,0.048
==> what timing repair did <==
item	4_1_cts	5_1_grt
resized	4	0
setup endpoints to repair	4	0
buffers inserted	1	0
==> layout by cell type (no fill, tap or decap), types with 2 or more instances in the layout <==
| master | n |
|---|---|
| sky130_fd_sc_hd__dfrtp_1 | 4 |
| sky130_fd_sc_hd__clkbuf_4 | 3 |
| sky130_fd_sc_hd__clkdlybuf4s50_1 | 2 |
| sky130_fd_sc_hd__nand2_1 | 2 |
| sky130_fd_sc_hd__dlygate4sd2_1 | 4 |
| sky130_fd_sc_hd__buf_4 | 5 |
==> metal layers <==
| metal | share of wire | GRT usage |
|---|---|---|
| met5 | 0 | 0 |
| met4 | 0 | 0.005282 |
| met3 | 0.26 | 0.02500 |
| met2 | 0.33 | 0.01685 |
| met1 | 0.41 | 0.02001 |
==> kinds of logic after synthesis <==
logic type,count (synthesis)
xor+xnor,2
compound gates,3
flops,4
simple gates,7
No activity file was given, so power comes from the tool's default toggle rates.
