[/design/flow/design.v]
module button(
	input clk, reset_n,
	input noisy,
	output debounced,
	output p_edge, n_edge, _edge
	);
	synchronizer #(.STAGES(2)) SYNCH0 (
		.clk(clk),
		.reset_n(reset_n),
		.D(noisy),
		.Q(synch_noisy)
	);
	debouncer_delayed DD0 (
		.clk(clk),
		.reset_n(reset_n),
		.noisy(synch_noisy),
		.debounced(debounced)
	);
	edge_detector ED0 (
		.clk(clk),
		.reset_n(reset_n),
		.level(debounced),
		.p_edge(p_edge),
		.n_edge(n_edge),
		._edge(_edge)
	);
endmodule
module debouncer_delayed(
	input clk, reset_n,
	input noisy,
	output debounced
	);
	wire timer_done, timer_reset;
	debouncer_delayed_fsm FSM0 (
		.clk(clk),
		.reset_n(reset_n),
		.noisy(noisy),
		.timer_done(timer_done),
		.timer_reset(timer_reset),
		.debounced(debounced)	
	);
	timer_parameter #(.FINAL_VALUE(249_999)) T0 (
		.clk(clk),
		.reset_n(~timer_reset),
		.enable(~timer_reset),
		.done(timer_done)
	);
endmodule
module debouncer_delayed_fsm(
	input clk, reset_n,
	input noisy, timer_done,
	output timer_reset, debounced
	);
	reg [1:0] state_reg, state_next;
	parameter s0 = 0, s1 = 1, s2 = 2, s3 = 3;
	always @(posedge clk, negedge reset_n)
	begin
		if (~reset_n)
			state_reg <= 0;
		else
			state_reg <= state_next;
	end
	always @(*)
	begin
		state_next = state_reg;
		case(state_reg)
			s0: if (~noisy)
					 state_next = s0;
				 else if (noisy)
					 state_next = s1;
			s1: if (~noisy)
					 state_next = s0;
				 else if (noisy & ~timer_done)
					 state_next = s1;
				 else if (noisy & timer_done)
					 state_next = s2;
			s2: if (~noisy)
					 state_next = s3;
				 else if (noisy)
					 state_next = s2;
			s3: if (noisy)
					 state_next = s2;
				 else if (~noisy & ~timer_done)
					 state_next = s3;
				 else if (~noisy & timer_done)
					 state_next = s0;
			default: state_next = s0;
		endcase
	end
	assign timer_reset = (state_reg == s0) | (state_reg == s2);
	assign debounced = (state_reg == s2) | (state_reg == s3);
endmodule
module edge_detector(
	input clk, reset_n,
	input level,
	output p_edge, n_edge, _edge
	);
	reg state_reg, state_next;
	parameter s0 = 0, s1 = 1;
	always @(posedge clk, negedge reset_n)
	begin
		if (~reset_n)
			state_reg <= s0;
		else
			state_reg <= state_next;
	end
	always @(*)
	begin
		case(state_reg)
			s0: if (level)
					 state_next = s1;
				 else
					 state_next = s0;
			s1: if (level)
					 state_next = s1;
				 else
					 state_next = s0;
			default: state_next = s0;
		endcase
	end
	assign p_edge = (state_reg == s0) & level;
	assign n_edge = (state_reg == s1) & ~level;
	assign _edge = p_edge | n_edge;
endmodule
module synchronizer
	#(parameter STAGES = 2) (
	input clk, reset_n,
	input D,
	output Q
	);
	reg [STAGES - 1:0] Q_reg;
	always @(posedge clk, negedge reset_n)
	begin
		if (~reset_n)
			Q_reg <= 'b0;
		else
			Q_reg <= {D, Q_reg[STAGES - 1:1]};
	end
	assign Q = Q_reg[0];
endmodule
module timer_parameter
	#(parameter FINAL_VALUE = 255) (
	input clk,
	input reset_n,
	input enable,
	output [$clog2(FINAL_VALUE) - 1:0] done
	);
	localparam BITS = $clog2(FINAL_VALUE);
	reg [BITS - 1:0] Q_reg, Q_next;
	always @(posedge clk, negedge reset_n)
	begin
		if (~reset_n)
			Q_reg <= 'b0;
		else if(enable)
			Q_reg <= Q_next;
		else
			Q_reg <= Q_reg;
	end
	assign done = Q_reg == FINAL_VALUE;
	always @(*)
		Q_next = done ? 'b0 : Q_reg + 1;
endmodule
[/design/flow/run.sh]
#!/bin/bash
# OpenROAD 26Q1-2900-gdf79404cd8, Yosys 0.63+post, stock flow scripts
make -C /OpenROAD-flow-scripts/flow DESIGN_CONFIG=/design/flow/config.mk WORK_HOME=/design/flow/orfs finish
[/design/flow/config.mk]
export PLATFORM = sky130hd
export DESIGN_NAME = button
export DESIGN_NICKNAME = button
export VERILOG_FILES = /design/flow/design.v
export SDC_FILE = /design/flow/constraint.sdc
export NUM_CORES = 4
export LEC_CHECK = 1
export CORE_UTILIZATION = 30
[/design/flow/constraint.sdc]
current_design button

set clk_period 2.1
set clk_io_pct 0.2

create_clock -name clk0 -period $clk_period [get_ports {clk}]

set non_clock_inputs [all_inputs -no_clocks]
set_input_delay [expr $clk_period * $clk_io_pct] -clock clk0 $non_clock_inputs
set_output_delay [expr $clk_period * $clk_io_pct] -clock clk0 [all_outputs]
==> ci_impl_report.md <==
## Synthesis and layout report

| Metric | Value |
|---|---|
| Crit path capture type | `output port` |
| DIE HEIGHT | `65.01 microns` |
| Global route overflow | `0` |
| Drt wl/cell | `11.75 microns` |
| Peak VDD IR | `0.3576 mV` |
| CP peak stage delay | `0.44 ns` |
| Uppermost layer routed | `met4` |
| Ys Warns | `6` |
| Number of cells on the critical path | `4` |
| Detailed-route DRC error count | `0` |
| Clk ins delay skew pair | `0.26 ns` |
| Family with the most delay on the worst path | `buffers and inverters` |
| TNS Setup | `0 ns` |
| Leakage power total | `0.5603 nW` |
| FILL cells | `391` |
| Yosys Instances | `111` |
| Psw | `0.0001392 W` |
| Int Pwr | `0.0006220 W` |
| Ant. Diodes | `0` |
| Hold_buf cts | `0` |
| GRT Overall Usage | `11.25%` |
| Crit path buffers/inverters | `2` |
| Die width | `65.01 microns` |
| Critical-path cell list | `or2_4, ha_4, inv_1, clkdlybuf4s50_1` |
| Crit path launch type | `flop` |
| Met2 Wirelength | `908 microns` |
| Cell Area, Synth | `0.001191 sq mm` |
| Buffers on Ports | `6` |
| M1 wire length | `1.047 mm` |
| Worst slew pin tran | `0.5855 ns` |
| Clock Skew | `0.002639 ns` |
| Total wire length | `2.009 mm` |
| Die outline area | `0.004226 sq mm` |
| Comb pwr share | `0.8%` |
| Ports | `7` |
| Post-Syn Instances | `111` |
| Kind of critical path | `reg -> out` |
| Critical Path RT | `1.68 ns` |
| Syn avg cell area | `10.73 sq um` |
| Fp_density | `31.82%` |
| CTS root buf | `clkbuf_8` |
| Vias in the first global route | `811` |
| Area reported by Yosys stat | `0.001191 sq mm` |
| Sequential share of power | `63.7%` |
| Final worst-path cycle share | `96.08%` |
| Critical-path top delay cell | `clkdlybuf4s50_1` |
| Max-Cap Viols | `0` |
| DP HPWL | `1.499 mm` |
| Fin. max-slew vios | `0` |
| Tool warnings | `26` |
| First-pass GRT wire length | `3.739 mm` |
| Max reg flops | `18` |
| Max-slew headroom | `60.64%` |
| Longest Clk Path Bufs | `2` |
| Layout cells sized above 1 | `13.01%` |
| Layout area overhead | `16.91%` |
| Net Sw Frac | `18.28%` |
| Clk sinks | `25` |
| PnR worst setup slack | `0.08237 ns` |
| Final ANT Viol Nets | `0` |
| H-tree depth | `1` |
| Met3 WL | `26 microns` |
| DR pass1 iterations | `4` |
| CTS tree | `yes` |
| PD cells | `546.6 mW/mm^2` |
| Post-DR vias/cell | `4.959` |
| Arrival time at the worst endpoint | `1.60 ns` |
| Yosys reg bits | `25` |
| Routability cong. | `0.7960` |
| HP Class | `reg -> reg` |
| Power share of the clock group | `35.5%` |
| Total CTS buffers | `3` |
| Clock-pin slew on the worst setup and hold paths | `0.08 ns` |
| Final Hold Fails | `0` |
| Status | `complete, no violations` |
| Core area | `0.003744 sq mm` |
| Antenna violations before repair | `0` |
| Num rows | `22` |
| Worst reg-to-reg path cell count | `6` |
| Max Fclk | `495.6 MHz` |
| Crit-path max FO | `3` |
| Seq/Total Area, Yosys | `52.63%` |
| RSZ-0062 raised after global routing | `no` |
| Violation tally from detailed-route iteration zero | `14` |
| Hold depth | `0` |
| Min Tclk post-route | `2.018 ns` |
| Largest net degree at the start of global routing | `14` |
| Cell variety after synth | `34` |
| Routed vias | `848` |
| Final setup fails | `0` |
| Dpl ws | `0.1837 ns` |
==> worst paths after layout <==
kind / startpoint / to / slack (ns)
max: DD0.FSM0.state_reg[1] / _edge / 0.08
min: SYNCH0.Q_reg[1] / SYNCH0.Q_reg[0] / 0.36
max reg2reg: DD0.FSM0.state_reg[1] / DD0.T0.Q_reg[13] / 0.16
min reg2reg: SYNCH0.Q_reg[1] / SYNCH0.Q_reg[0] / 0.36
max in group asynchronous: DD0.FSM0.state_reg[1] / DD0.T0.Q_reg[6] / 0.83
min in group asynchronous: reset_n / SYNCH0.Q_reg[1] / 0.41
==> cell families after synthesis <==
kind of cell	Yosys count	synth area share [%]
compound gates	13	7.143
xor+xnor	11	8.088
fa+ha+maj	3	3.152
buf+inv	8	2.625
flops	25	52.63
simple gates	51	26.37
==> layout make-up <==
class	instances	area, sq um	share of cell area [%]
inverters	6	22.52	1.617
flip-flops and latches	25	626.9	45.01
clock buffers	4	45.04	3.234
multi-input cells	78	548.0	39.35
well taps	48	60.06	4.313
repair buffers	10	90.09	6.469
==> repair_timing <==
item                                    CTS  global route
pin swaps                                 1             0
setup buffers                             2             1
endpoints found under the setup margin    1             1
gates resized                             1             1
==> metal layers <==
metal / global-route usage, % / up-vias
met4: 2.174 / 0
met1: 18.94 / 412
met3: 0.3571 / 2
li1: - / 425
met2: 16.67 / 9
met5: 0 / -
==> metrics by stage <==
| step | hold slack, ns | total power (W) | instances | util, % | area (sq um) |
|---|---|---|---|---|---|
| after floorplan | 0.1244 | 0.0004944 | 111 | - | 1191 |
| after global routing | 0.3763 | 0.0007939 | 171 | 37.20 | 1393 |
| after global placement | 0.3358 | 0.0005005 | 164 | 34.99 | 1310 |
| after detailed placement | 0.3365 | 0.0005009 | 164 | 34.99 | 1310 |
| after CTS | 0.3557 | 0.0007794 | 170 | 36.66 | 1373 |
| final | 0.3596 | 0.0007611 | 171 | 37.20 | 1393 |
==> placed cells by master (no fill, tap or decap), types with 2 or more instances in the layout <==
master	instances
or2_4	2
o21ai_0	4
xnor2_1	7
nand2b_1	2
and4_1	3
o2bb2ai_1	2
a31oi_1	2
xor2_1	4
ha_1	2
nand4bb_1	2
o22ai_1	2
nor4_1	2
nor3_1	5
clkdlybuf4s50_1	6
nand4_1	4
buf_4	4
and3_1	2
dfrtp_1	24
clkbuf_8	3
nand3_1	3
inv_1	6
nand2_1	11
nor2_1	7
==> worst reg2reg max path: stages, from the launching register on <==
cell       delay [ns]
dfrtp_1          0.38
buf_4            0.13
buf_4            0.13
nand4bb_1        0.25
nor4_2           0.59
nand4_1          0.19
xnor2_1          0.16
==> power groups by stage <==
stage         registers, W    logic, W  clock network (W)
CTS               0.000485  0.00000639           0.000288
global route      0.000486  0.00000688           0.000301
finish            0.000485  0.00000616           0.000270
==> cell usage after synthesis (all sizes together) <==
cell type  count  area [sq um]
nand4          4         25.02
nor2           8         32.54
o22ai          2         12.51
or2            4         27.53
o2bb2ai        2         17.52
a31oi          2         12.51
a21oi          1         5.000
nand3          4         25.02
dfrtp         24         600.6
dfstp          1         26.28
ha             3         37.54
nor4           4         46.29
nand2b         2         12.51
nor4bb         1         10.01
o21ai          4         20.02
a41oi          1         8.760
and3           2         12.51
and4           3         26.28
nand2         11         41.29
xnor2          7         61.31
nor3b          1         7.510
buf            1         5.000
nor3           5         25.02
xor2           4         35.03
inv            6         22.52
a311oi         1         8.760
clkbuf         1         3.750
nand4bb        2         22.52
Power figures rest on the tool's default switching activity, not on a simulated workload.
